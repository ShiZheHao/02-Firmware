==> design.v <==
`timescale 1ns / 1ps
module adder0(
clk,
en,
reset,
dataA,
dataB,
out
);
parameter W1=24; 
input[W1-1 : 0] dataA,dataB;
input en,clk,reset;
wire ADDOVFL;
output [W1-1  : 0] out;
wire [W1 : 0] ADDS;
wire [W1-1 : 0] out;
reg [W1-1 : 0] out_reg;
always@(negedge clk)
  if (!en)
    out_reg<=out_reg;
	 else
	   if(reset)
		  out_reg<=0;
		  else
			 if(!(dataA[23])&!(dataB[23])&ADDS[23])  
			   out_reg<=24'h7fffff;
				else
				  if(dataA[23]&dataB[23]&!(ADDS[23])) 
				    out_reg<=24'h800001;
					 else
					   out_reg<=ADDS[23:0];
assign ADDS=dataA+dataB;
assign ADDOVFL=ADDS[24];
assign out=out_reg;
endmodule
==> run.sh <==
#!/bin/bash
# OpenROAD 26Q1-2900-gdf79404cd8, Yosys 0.63+post, stock flow scripts
make -C /OpenROAD-flow-scripts/flow DESIGN_CONFIG=/design/flow/config.mk WORK_HOME=/design/flow/orfs finish
==> config.mk <==
export PLATFORM = sky130hd
export DESIGN_NAME = adder0
export DESIGN_NICKNAME = adder0
export VERILOG_FILES = /design/flow/design.v
export SDC_FILE = /design/flow/constraint.sdc
export NUM_CORES = 4
export LEC_CHECK = 1
export CORE_UTILIZATION = 30
==> constraint.sdc <==
current_design adder0

set clk_period 20.9
set clk_io_pct 0.2

create_clock -name clk0 -period $clk_period [get_ports {clk}]

set non_clock_inputs [all_inputs -no_clocks]
set_input_delay [expr $clk_period * $clk_io_pct] -clock clk0 $non_clock_inputs
set_output_delay [expr $clk_period * $clk_io_pct] -clock clk0 [all_outputs]
==> results.cfg <==
; generated from flow reports
[global_routing]
grt_pass1_vias = 1909
antenna_found_initial = 0
track_usage_pct = 14.1
grt_max_degree = 25
grt_pass1_wl_um = 8350
overflow = 0

[drt]
wl_met2_um = 2210
drc = 0
insertedDiodeCount = 0
drtIter0Drc = 70
antenna_left = 0
highest_layer = met4
drt-met1-wl_um = 2600
via_per_inst = 4.91
wl_per_cell_um = 12.1
routed_wl_um = 5070
vias = 2059
met3_length_um = 234
drt-pass1-iter-count = 4

[critical_path]
path_class = input pin to register
critPathCapture = out_reg[5]$_SDFFCE_NP0P_
crit_slowest_cell = nand3b_1
startpoint = dataA[11]
critPathMostFrequentCell = a2111o_1
cp.required_ns = 10.60
cp.arrival_ns = 7.36
critical_path.top_delay_family = AND-OR/OR-AND gates
worst-path-buf-inv = 1
crit_path_max_fanout = 21
crit_cells = 9
path_cells = clkdlybuf4s50_1 > ha_1 > o21a_1 > o211a_1 > a2111o_1 > a2111o_1 > o311ai_2 > nand3b_1 > o21ai_1
max_stage_delay_ns = 0.64
end_kind = register
worstSetupStartpointType = input pin

[yosys]
synth_cell_types = 44
async_reset_ff_share_pct = 0
avgSynthCellArea_um2 = 9.46
synth_seq_share_pct = 33.3
edf_count = 24
yosysWarnings = 1
yosysChipArea_um2 = 2170
syn_inst = 229
synthesis.area_um2 = 2170
ys.flops = 24
yosysCellCount = 229
ff_type = edfxtp_1

[clock_tree]
clock_sinks = 24
ctsResizeCount = 0
cts-htree-levels = 1
clkTransAtPathRegs_ns = 0.03
root_buffer = clkbuf_8
cts_setup_buffers = 0
cts_buffers = 3
cts_tree = done
cts_buffer_depth = 2
holdBufCountCts = 0

[floorplan]
rows = 30
core_area_um2 = 6870
die_w_um = 87.0
die-height_um = 87.0
ios = 75
fp_util_pct = 31.5
die-area_um2 = 7570

[place]
numPortBuffers = 74
hpwl_um = 4100
gp_congestion = 0.957
placed_cell_area_um2 = 2990

[final_layout]
largest_register_ffs = 24
fin_area_um2 = 3120
layout_top_cells = 74 x clkdlybuf4s50_1, 32 x inv_1, 25 x ha_1
area_growth_pct = 44.1
fin_util_pct = 45.5
drive_gt1_share_pct = 4.33
lay_top_count = clkdlybuf4s50_1

[flow_run]
warnings = 50
drv_cap = 0

[timing]
rsz0062_at_grt = false
slew_headroom_pct = 52.0
fin_hold_ws_ns = 15.00
finalSetupTns_ns = 0
setup_viol = 0
finalHoldViolCount = 0
maxSlewViolCount = 0
worst_pin_slew_ns = 0.718

[power_and_ir_drop]
p_per_area_nw_per_um2 = 56.0
p_leak_uw = 0.00129
ir_worst_vdd_v = 0.0000224
total_power_uw = 175

[min_path]
min_path_type = input pin to register

[status]
status = completed
==> worst min path at each step <==
stage,to,from,cells past startpoint,slack [ns]
final,out_reg[23]$_SDFFCE_NP0P_,reset,2,15.00
after global routing,out_reg[23]$_SDFFCE_NP0P_,reset,2,14.99
after CTS,out_reg[23]$_SDFFCE_NP0P_,reset,2,15.00
==> power breakdown <==
part	internal, µW	total, µW	switching [µW]
registers	61.7	63.4	1.67
logic	36.8	67.5	30.7
clock network	19.2	44.1	24.9
total	118	175	57.3
==> metrics by stage <==
stage	std cells	worst slack [ns]
final	419	3.24
after global routing	419	3.02
after CTS	419	3.25
after detailed placement	392	2.94
after global placement	392	3.04
after floorplan	229	3.96
==> cell usage after synthesis (all sizes together) (2+ instances only) <==
cell	instances	area (µm²)
a2111o	2	22.5
a2111oi	2	17.5
a211oi	2	15.0
a21boi	2	15.0
a21o	6	45.0
a21oi	24	124
a31oi	3	18.8
a41oi	2	17.5
and2	2	12.5
and3	4	25.0
buf	7	41.3
edfxtp	24	721
ha	25	313
inv	9	33.8
nand2	11	41.3
nand3	9	45.0
nand4	2	12.5
nor2	11	41.3
nor3	4	20.0
o211ai	7	52.6
o21a	7	52.6
o21ai	26	130
o21bai	2	26.3
o311ai	2	25.0
o31ai	4	40.0
or2	3	18.8
xnor2	6	52.6
xor2	11	96.3
==> kinds of logic (layout without fill, tap and decap cells) <==
group | after synthesis | count (layout) | share of synthesized area (%)
AOI/OAI and AO/OA | 93 | 93 | 28.6
xor gates and xnor gates | 17 | 17 | 6.87
adders and majority gates | 26 | 26 | 15.4
buffers and inverters | 17 | 111 | 3.64
DFF | 24 | 24 | 33.3
muxes | 2 | 2 | 0.982
and+or+nand+nor | 50 | 50 | 11.3
==> metal layers <==
metal	GRT usage [%]	up-vias
met1	21.9	931
met5	0	-
li1	-	1067
met3	2.69	4
met2	21.2	57
met4	2.42	0
==> layout make-up <==
| cell class | instances | area, µm² |
|---|---|---|
| fillers | 660 | 3750 |
| multi-input cells | 188 | 1370 |
| repair buffers | 75 | 748 |
| flip-flops and latches | 24 | 721 |
| well taps | 96 | 120 |
| clock inverters | 25 | 95.1 |
| clock buffers | 3 | 41.3 |
| inverters | 8 | 30.0 |
No activity file was given, so power comes from the tool's default toggle rates.
