## ./config.mk

```make
export PLATFORM = sky130hd
export DESIGN_NAME = process
export DESIGN_NICKNAME = process
export VERILOG_FILES = /design/flow/design.v
export SDC_FILE = /design/flow/constraint.sdc
export NUM_CORES = 4
export LEC_CHECK = 1
export CORE_UTILIZATION = 50
```

## ./constraint.sdc

```tcl
current_design process

set clk_period 6.7
set clk_io_pct 0.2

create_clock -name clk0 -period $clk_period [get_ports {pre_syn_flag}]
create_clock -name clk1 -period $clk_period [get_ports {process_start}]
create_clock -name clk2 -period $clk_period [get_ports {syn_head_flag}]

set non_clock_inputs [all_inputs -no_clocks]
set_input_delay [expr $clk_period * $clk_io_pct] -clock clk0 $non_clock_inputs
set_output_delay [expr $clk_period * $clk_io_pct] -clock clk0 [all_outputs]
```

## ./design.v

```verilog
`timescale 1ns / 1ps
module process(
    input clk,
    input reset,
	 input Pdata_stroke,      
	 input process_start,     
	 input [1:0] syn_addr,    
	 input pre_syn_flag,      
	 input syn_head_flag,     
  	 input [23:0] data_in_CH1,
	 input [23:0] data_in_CH2,
	 input [23:0] data_in_CH3,
	 input [23:0] data_in_CH4,
	 input [23:0] data_in_CH5,
	 input [23:0] data_in_CH6,
	 input [23:0] data_in_CH7,
	 input [23:0] data_in_CH8,
    output [23:0] pro_data_CH1,
	 output [23:0] pro_data_CH2,
	 output [23:0] pro_data_CH3,
	 output [23:0] pro_data_CH4,
	 output [23:0] pro_data_CH5,
	 output [23:0] pro_data_CH6,
	 output [23:0] pro_data_CH7,
	 output [23:0] pro_data_CH8
    );
reg [23:0]data_CH1_reg,data_CH2_reg,data_CH3_reg,data_CH4_reg,data_CH5_reg,data_CH6_reg,data_CH7_reg,data_CH8_reg;	 
reg [23:0]pro_data_CH1_reg,pro_data_CH2_reg,pro_data_CH3_reg,pro_data_CH4_reg,pro_data_CH5_reg,pro_data_CH6_reg,pro_data_CH7_reg,pro_data_CH8_reg;
reg [23:0]pro_data_CH1_temp,pro_data_CH2_temp,pro_data_CH3_temp,pro_data_CH4_temp,pro_data_CH5_temp,pro_data_CH6_temp,pro_data_CH7_temp,pro_data_CH8_temp;
always @(posedge process_start)
begin
  if (reset==0)
    begin
	   data_CH1_reg<=0;
		data_CH2_reg<=0;
		data_CH3_reg<=0;
		data_CH4_reg<=0;
		data_CH5_reg<=0;
		data_CH6_reg<=0;
		data_CH7_reg<=0;
		data_CH8_reg<=0;	 
	 end
  else
    begin
      data_CH1_reg<=data_in_CH1;
		data_CH2_reg<=data_in_CH2;
		data_CH3_reg<=data_in_CH3;
		data_CH4_reg<=data_in_CH4;
		data_CH5_reg<=data_in_CH5;
		data_CH6_reg<=data_in_CH6;
		data_CH7_reg<=data_in_CH7;
		data_CH8_reg<=data_in_CH8;
    end	 
end
always @(posedge pre_syn_flag)
begin
  if(data_in_CH1==24'h7fffff)
    begin
	   pro_data_CH1_temp<=24'h7ffffe;
	 end
  else if (data_in_CH1==24'h800000)
	 begin
	   pro_data_CH1_temp<=24'h800001;
	 end 
	  else 
	    begin
		   pro_data_CH1_temp<=data_CH1_reg;
		 end
end
always @(posedge pre_syn_flag)
begin
  if(data_in_CH2==24'h7fffff)
    begin
	   pro_data_CH2_temp<=24'h7ffffe;
	 end
  else if (data_in_CH2==24'h800000)
	 begin
	   pro_data_CH2_temp<=24'h800001;
	 end 
	 else 
	    begin
		   pro_data_CH2_temp<=data_CH2_reg;
		 end
end
always @(posedge pre_syn_flag)
begin
  if(data_in_CH3==24'h7fffff)
    begin
	   pro_data_CH3_temp<=24'h7ffffe;
	 end
  else if (data_in_CH3==24'h800000)
	 begin
	   pro_data_CH3_temp<=24'h800001;
	 end 
	  else 
	    begin
		   pro_data_CH3_temp<=data_CH3_reg;
		 end
end
always @(posedge pre_syn_flag)
begin
  if(data_in_CH4==24'h7fffff)
    begin
	   pro_data_CH4_temp<=24'h7ffffe;
	 end
  else if (data_in_CH4==24'h800000)
	 begin
	   pro_data_CH4_temp<=24'h800001;
	 end 
	 else 
	    begin
		   pro_data_CH4_temp<=data_CH4_reg;
		 end
end
always @(posedge pre_syn_flag)
begin
  if(data_in_CH5==24'h7fffff)
    begin
	   pro_data_CH5_temp<=24'h7ffffe;
	 end
  else if (data_in_CH5==24'h800000)
	 begin
	   pro_data_CH5_temp<=24'h800001;
	 end 
	 else 
	    begin
		   pro_data_CH5_temp<=data_CH5_reg;
		 end
end
always @(posedge pre_syn_flag)
begin
  if(data_in_CH6==24'h7fffff)
    begin
	   pro_data_CH6_temp<=24'h7ffffe;
	 end
  else if (data_in_CH6==24'h800000)
	 begin
	   pro_data_CH6_temp<=24'h800001;
	 end 
	 else 
	    begin
		   pro_data_CH6_temp<=data_CH6_reg;
		 end
end
always @(posedge pre_syn_flag)
begin
  if(data_in_CH7==24'h7fffff)
    begin
	   pro_data_CH7_temp<=24'h7ffffe;
	 end
  else if (data_in_CH7==24'h800000)
	 begin
	   pro_data_CH7_temp<=24'h800001;
	 end 
	 else 
	    begin
		   pro_data_CH7_temp<=data_CH7_reg;
		 end
end
always @(posedge pre_syn_flag)
begin
  if(data_in_CH8==24'h7fffff)
    begin
	   pro_data_CH8_temp<=24'h7ffffe;
	 end
  else if (data_in_CH8==24'h800000)
	 begin
	   pro_data_CH8_temp<=24'h800001;
	 end 
	 else 
	    begin
		   pro_data_CH8_temp<=data_CH8_reg;
		 end
end
always @(posedge syn_head_flag)
begin
  if (syn_addr==1)
    begin
	    pro_data_CH1_reg<=24'h7fffff;
		 pro_data_CH2_reg<=24'h7fffff;
		 pro_data_CH3_reg<=24'h7fffff;
		 pro_data_CH4_reg<=24'h7fffff;
		 pro_data_CH5_reg<=24'h7fffff;
		 pro_data_CH6_reg<=24'h7fffff;
		 pro_data_CH7_reg<=24'h7fffff;
		 pro_data_CH8_reg<=24'h7fffff;
	 end
  else if(syn_addr==2)
    begin
       pro_data_CH1_reg<=24'h800000;
		 pro_data_CH2_reg<=24'h800000;
		 pro_data_CH3_reg<=24'h800000;
		 pro_data_CH4_reg<=24'h800000;
		 pro_data_CH5_reg<=24'h800000;
		 pro_data_CH6_reg<=24'h800000;
		 pro_data_CH7_reg<=24'h800000;
		 pro_data_CH8_reg<=24'h800000;
    end
  else	 
	 begin
	   pro_data_CH1_reg<=pro_data_CH1_temp;
		pro_data_CH2_reg<=pro_data_CH2_temp;
		pro_data_CH3_reg<=pro_data_CH3_temp;
		pro_data_CH4_reg<=pro_data_CH4_temp;
		pro_data_CH5_reg<=pro_data_CH5_temp;
		pro_data_CH6_reg<=pro_data_CH6_temp;
		pro_data_CH7_reg<=pro_data_CH7_temp;
		pro_data_CH8_reg<=pro_data_CH8_temp;
	 end
end
assign pro_data_CH1=pro_data_CH1_reg;
assign pro_data_CH2=pro_data_CH2_reg;
assign pro_data_CH3=pro_data_CH3_reg;
assign pro_data_CH4=pro_data_CH4_reg;
assign pro_data_CH5=pro_data_CH5_reg;
assign pro_data_CH6=pro_data_CH6_reg;
assign pro_data_CH7=pro_data_CH7_reg;
assign pro_data_CH8=pro_data_CH8_reg;
endmodule
```

## ./run.sh

```bash
#!/bin/bash
# OpenROAD 26Q1-2900-gdf79404cd8, Yosys 0.63+post, stock flow scripts
make -C /OpenROAD-flow-scripts/flow DESIGN_CONFIG=/design/flow/config.mk WORK_HOME=/design/flow/orfs finish
```

==> deck_impl_summary.md <==
Key Metrics from the Run

Outcome
  • Outcome: complete, no violations

Synthesis
  • Post-Synthesis Cells: 1780
  • Synth area leaders: dfxtp_1 63%, a21o_2 7.3%, and2_1 6.5%
  • Unique masters post-synth: 24
  • Syn Std Cell Area: 0.01830 mm2
  • Max-area cell share: 63.02%
  • Yosys synthesis chip area: ~0.018 mm2
  • Number of warnings issued by yosys: 1
  • Synth flops: 576
  • Cell taking the most area after synthesis: dfxtp_1
  • Avg Cell Area, Syn: 10.28 um2
  • Post-synth seq share: between 60% and 70%
  • Yosys cell count: 1780

Detailed routing
  • # diodes: 0
  • Final ANT Viol Nets: 0
  • Via density: 4.916
  • Post-route DRC: 0
  • DRT Wirelength: 42.17 mm
  • Initial DRT Pass Iterations: 18
  • DRT iter0 DRCs: 723
  • DR WL/cell: 16.04 um
  • Vias post-DR: 12920

Cells and area
  • Layout cells sized above 1: 13.24%
  • Fin util: 67.62%
  • Layout area overhead: 32.41%
  • Fillcell total: 2636
  • Fin cells: 2629
  • Post-route cell area: 0.02423 mm2

Clock tree
  • Post-CTS setup buffer count: 0
  • Clock sink count: 576
  • PostCTS Resize Cnt: 0
  • Clk slew on worst S/H paths: 0.08 ns
  • Cts hold-fix bufs: 0
  • CTS tree: done

Global route
  • Total grt overflow: 0
  • Number of global-route vias before repair: 12240
  • First-pass GRT wire length: 66.76 mm
  • Largest net degree at the start of global routing: 176
  • Initial antenna violation count: 1
  • Total GRT Usage: 24.18%

Critical path
  • CP cell instances: buf_8 -> buf_12 -> buf_4 -> nor2_1 -> o21ai_0
  • Max FO, Critical Path: around 180
  • FF-to-FF Start: pro_data_CH5_temp[23]
  • Crit. Startpoint: syn_addr[0]
  • Worst R2R Setup Slack: 5.93 ns
  • R2R Path End: pro_data_CH5_reg[23]
  • Worst EP arrival: 3.48 ns
  • Critical-path top delay cell: buf_4
  • CP endpoint kind: flop
  • Crit path required time: slightly above 7 ns
  • R2R depth: 1
  • Worst path bufs/invs: 3
  • CP delay by family, top: buffers and inverters
  • Nature of the critical path startpoint: input pin
  • Setup CP Type: input pin to flop
  • CP peak stage delay: 0.70 ns

Floorplanning
  • I/O pin total: 392
  • Chip Width: 193.3 um
  • Fp_density: about half
  • Core area: 0.03583 mm2
  • Chip area: between 0.03 and 0.04 mm2
  • Die Ht: 193.3 um
  • Row cnt: about 69

Pwr
  • Clock share of power: 43.2%
  • Internal power: 5.882 mW
  • Power Total: approximately 7.6 mW
  • Power per cell area: 314.1 mW/mm2
  • Leakage: 10.32 nW
  • Sw Share: 22.69%
  • NetSw: ~1.7 mW
  • Reg power frac: 48.9%
  • Comb pwr share: 7.9%
  • Worst vdd rail ir drop: approximately 260 uV

Timing
  • Slew headroom: 51.58%
  • Worst Tran Pin Value: 0.7263 ns
  • Final setup violation count: 0
  • Setup_tns: 0 ns
  • Final hold viol count: 0
  • Slew Viols, Final: 0
  • RSZ-0062 raised after global routing: false

Worst hold path
  • Hold Path Depth: 1
  • Type of the worst min-delay path: flop to flop
  • Sink of the worst hold path: pro_data_CH3_temp[7]
  • Worst hold start: data_CH3_reg[7]

Place
  • Buffers on Ports: approximately 390
  • DPL Wire Length: 26.63 mm
  • Routability Congestion: 0.8598
  • Post-DP Area: roughly 0.022 mm2
  • Placed Cells incl. Taps: 2535

Run
  • Max Cap Viol: 0
  • Tool Warnings: 33
## power groups by stage
stage | clock network [mW] | logic (mW) | registers [mW]
CTS | 3.37 | 0.608 | 3.72
global route | 3.51 | 0.662 | 3.74
finish | 3.29 | 0.601 | 3.72
## cells by family (layout without fill, tap and decap cells)
logic type                 count (synthesis)  after routing  synth area share (%)
buffers and inverters                    132            520                 3.371
AOI/OAI and AO/OA                        376            376                 13.74
adders and majority gates                  8              8                0.4377
DFF                                      576            576                 63.02
and+or+nand+nor                          688            688                 19.43
## stage by stage
| step | worst slack, ns | hold WS, ns |
|---|---|---|
| finish | 3.579 | 0.4266 |
| global route | 3.313 | 0.4368 |
| CTS | 3.563 | 0.4354 |
| detailed placement | 3.095 | 0.4107 |
| global placement | 3.145 | 0.4083 |
| floorplan | 4.115 | 0.4029 |
## synthesized netlist by cell type (all sizes together)
master and instances:
nor4 40, nor3 8, a21oi 16, and2 192
nand4 40, a21o 176, buf 24, nor4b 8
clkbuf 91, nor2 184, dfxtp 576, nand2 184
o21ai 184, and4 8, clkinv 1, or4 8
nand3 8, inv 16, maj3 8, nand4b 8
## routing by layer
| metal | track usage, % | wire length (um) | vias to the layer above |
|---|---|---|---|
| li1 | - | - | 6616 |
| met1 | 35.81 | 18890 | 5880 |
| met2 | 35.63 | 18850 | 364 |
| met3 | 7.892 | 2940 | 62 |
| met4 | 7.170 | 1486 | 2 |
| met5 | 0 | 11 | - |
## worst max-delay path by stage
stage / depth (start not counted) / endpoint / slack, ns
CTS: 5 / pro_data_CH8_reg[6] / 3.56
global route: 5 / pro_data_CH2_reg[3] / 3.31
finish: 5 / pro_data_CH3_reg[19] / 3.58
## area by class of cell
class	count	area [um2]	share of cell area, %
Multi-Input combinational cell	1072	6150	25.38
Timing Repair Buffer	409	4051	16.72
Clock inverter	36	511.7	2.112
Tap cell	461	576.8	2.381
Inverter	17	63.81	0.2634
Clock buffer	58	1343	5.542
Sequential cell	576	11530	47.60
## cell usage in the layout (no fill, tap or decap), drive strengths merged
cell             n
nand2          184
a21oi           16
clkbuf          58
nor4            40
or4              8
nor3             8
dfxtp          576
nor4b            8
buf             25
clkinv          11
nand4b           8
and4             8
nand4           40
a21o           176
and2           192
clkdlybuf4s50  384
nor2           184
inv             27
o21ai          184
maj3             8
bufinv          10
nand3            8
clkinvlp         5
Power figures rest on the tool's default switching activity, not on a simulated workload.
